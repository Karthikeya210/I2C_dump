## /design/flow/config.mk

```make
export PLATFORM = sky130hd
export DESIGN_NAME = convolution
export DESIGN_NICKNAME = convolution
export VERILOG_FILES = /design/flow/design.v
export SDC_FILE = /design/flow/constraint.sdc
export NUM_CORES = 4
export LEC_CHECK = 1
export CORE_UTILIZATION = 30
```

## /design/flow/constraint.sdc

```tcl
current_design convolution

set clk_period 13.7
set clk_io_pct 0.2

create_clock -name clk0 -period $clk_period [get_ports {clk}]

set non_clock_inputs [all_inputs -no_clocks]
set_input_delay [expr $clk_period * $clk_io_pct] -clock clk0 $non_clock_inputs
set_output_delay [expr $clk_period * $clk_io_pct] -clock clk0 [all_outputs]
```

## /design/flow/design.v

```verilog
module convolution (
    input clk,              
    input rst,              
    input signed [15:0] x_in,           
    output reg signed [31:0] y_out ,
    output reg signed [31:0] y_out_t 
);
    parameter FILTER_LENGTH = 39; 
    reg signed [15:0] x_buffer [0:FILTER_LENGTH-1];
    reg signed [15:0] h_lut [0:FILTER_LENGTH-1];  
    reg signed [63:0] accumulator;
    integer i;
    initial begin  
        h_lut[0] = 16'h01B; 
        h_lut[1] = 16'h023;
        h_lut[2] = 16'h033; 
        h_lut[3] = 16'h04C;
        h_lut[4] = 16'h072; 
        h_lut[5] = 16'h0A4;
        h_lut[6] = 16'h0E5; 
        h_lut[7] = 16'h135;
        h_lut[8] = 16'h191; 
        h_lut[9] = 16'h1FA;
        h_lut[10] = 16'h26B; 
        h_lut[11] = 16'h2E1;
        h_lut[12] = 16'h359; 
        h_lut[13] = 16'h3CD;
        h_lut[14] = 16'h439; 
        h_lut[15] = 16'h499;
        h_lut[16] = 16'h4E9; 
        h_lut[17] = 16'h524;
        h_lut[18] = 16'h549; 
        h_lut[19] = 16'h555;
        h_lut[20] = 16'h549; 
        h_lut[21] = 16'h524; 
        h_lut[22] = 16'h4E9;
        h_lut[23] = 16'h499; 
        h_lut[24] = 16'h439;
        h_lut[25] = 16'h3CD; 
        h_lut[26] = 16'h359;
        h_lut[27] = 16'h2E1; 
        h_lut[28] = 16'h26B;
        h_lut[29] = 16'h1FA; 
        h_lut[30] = 16'h191;
        h_lut[31] = 16'h135; 
        h_lut[32] = 16'h0E5;
        h_lut[33] = 16'h0A4; 
        h_lut[34] = 16'h072;
        h_lut[35] = 16'h04C; 
        h_lut[36] = 16'h033;
        h_lut[37] = 16'h023;
        h_lut[38] = 16'h01B;
    end
    always @(posedge clk, posedge rst) begin
        if (rst == 1) begin
            y_out <= 0;
            for (i = 0; i < FILTER_LENGTH; i = i + 1) begin
                x_buffer[i] <= 0;
            end
        end else begin
            if (x_in != 16'hFFFF) begin
                for (i = FILTER_LENGTH-1; i > 0; i = i - 1) begin
                    x_buffer[i] <= x_buffer[i-1];
                end
                x_buffer[0] <= x_in; 
                if (x_buffer[0][15] == 1) begin
                	x_buffer[0] = ~x_buffer[0] + 1;
                end
                y_out_t <= x_buffer[0];
            end else begin
                for (i = FILTER_LENGTH-1; i > 0; i = i - 1) begin
                    x_buffer[i] <= x_buffer[i-1];
                end
                x_buffer[0] <= 16'h0000;       
            end      	
            accumulator = 0;
            for (i = 0; i < FILTER_LENGTH; i = i + 1) begin
                accumulator = accumulator + (x_buffer[i] * h_lut[i]);
            end
            y_out <= accumulator[31:0];
        end
    end
endmodule
```

## /design/flow/run.sh

```bash
#!/bin/bash
# OpenROAD 26Q1-2900-gdf79404cd8, Yosys 0.63+post, stock flow scripts
make -C /OpenROAD-flow-scripts/flow DESIGN_CONFIG=/design/flow/config.mk WORK_HOME=/design/flow/orfs finish
```

==> results.yml <==
# synthesis and place-and-route metrics
synthesis:
  yosysTopAreaCellShare_pct: 46.84
  ys_cells: 12690
  ys_seq_share_pct: 11.63
  yosysWarnings: 2
  syn_avg_cell_area_sq_um: 11.45
  async_flop_share_pct: 97.62
  synthCells: 12690
  ys_types: 57
  synth-main-ff-cell: "dfrtp_1"
  synthTopCellsByArea: "fa_1, ha_1, inv_1"
  yosysTopAreaCell: "fa_1"
  netlist_area_sq_mm: 0.1453
  ys_area_sq_mm: 0.1453
  synth_flops: 672
  edf_count: 16
worst_setup_path:
  critPathTopFamily: "adder cells"
  slowest_delay_ns: 0.58
  cp.required_ns: 14.38
  endpoint_kind: "flip-flop"
  crit_path_start_kind: "input port"
  crit_buf_inv: 12
  crit_type: "input port to flip-flop"
  crit_top_cell: "fa_1"
  r2r-start: "x_buffer[0][0]$_DFF_PP0_"
  cp_data_arrival_time_ns: 13.55
  r2r_slack_ns: 1.91
  crit_path_top_delay_cell: "fa_1"
  reg2reg_depth: 36
  critPathMaxFanout: 11
  reg2reg_to: "y_out[30]$_DFF_PP0_"
layout:
  final_util_pct: 32.84
  layout_top_cell: "inv_1"
  area_delta_synth_final_pct: 8.968
  fin_area_sq_mm: 0.1583
  fin_cells: 19450
  drive_gt1_share_pct: 2.273
  final_cell_mix: "inv_1, fa_1, ha_1"
cts:
  clockBufferDepth: 3
  post_cts_buffers: 0
  cts.repair.resized: 0
  hold_buffers: 0
  cts_tree: "done"
  cts.sinks: 672
  htree_num_levels: 3
  cts_buffers: 98
  clock_latency_ns: 0.80
  clk_transition_reported_paths_ns: 0.06
  cts-root-buf: "clkbuf_16"
floorplan:
  io_pins: 82
  core_region_area_sq_mm: 0.4821
  die_y_microns: 697.9
  initial_core_util_pct: 30.13
  die_area_sq_mm: 0.4870
  chipWidth_microns: 697.9
  floorplan.rows: 255
sta:
  worst_slew_pin_slew_ns: 0.9257
  hold_viol_final: 0
  fin_crit_ns: 12.87
  slew_violations: 0
  fin_ws_ns: 0.8340
  max_freq_mhz: 77.72
  slew_headroom_pct: 37.85
  period_used_pct: 93.91
  rsz0062_at_grt: "false"
  clock_skew_ns: 0.06515
  setup-violations-final: 0
place:
  place_inst: 19260
  port_buffers: 81
  place_ws_ns: -0.03267
  place_congestion: 0.9792
  hpwl_microns: 356800
  dpl_cell_area_sq_mm: 0.1547
detailed_routing:
  via_count: 80560
  firstDrtPassIters: 5
  viasPerCell: 4.142
  wl_per_cell_microns: 20.19
  drtIter0Drc: 2540
  drcViolationCount: 0
  ant_nets: 0
  wl_microns: 392600
power:
  p_sw_w: 0.001436
  netSwitchingFraction_pct: 26.86
  leakagePower_nw: 90.31
  p_seq_share_pct: 38.6
  p_int_w: 0.003910
  p_per_area_mw_per_mm2: 33.77
  combPwrFrac_pct: 6.3
  clock_power_share_pct: 55.1
  p_total_w: 0.005346
  vdd_drop_max_v: 0.00009394
global_route:
  grt_pass1_vias: 93990
  grtUsageTotal_pct: 17.87
  grt_pass1_wl_microns: 604100
  grt-ovfl-total: 0
  grt_max_degree: 83
  antenna_found_initial: 3
hold_path:
  hold_path_end: "x_buffer[1][1]$_DFF_PP0_"
  holdPathStages: 0
  worst_hold_startpoint: "x_buffer[0][1]$_DFF_PP0_"
  worst_hold_path_type: "flip-flop to flip-flop"
run:
  maxCapViolCount: 0
  warning_count: 205
run_status:
  outcome: "finished, final reports clean"
[worst max path at each step]
stage | startpoint | end | slack (ns) | cells after the start
4_1_cts | x_in[10] | y_out[30]$_DFF_PP0_ | 0.80 | 39
5_1_grt | x_in[15] | y_out[28]$_DFF_PP0_ | 0.25 | 39
6_report | x_in[10] | y_out[30]$_DFF_PP0_ | 0.83 | 39
[area by class of cell]
| class | count | area [sq um] |
|---|---|---|
| Sequential cell | 672 | 16900 |
| Clock buffer | 128 | 2756 |
| Antenna cell | 2 | 5.005 |
| Inverter | 4961 | 18630 |
| Clock inverter | 54 | 823.3 |
| Timing Repair Buffer | 181 | 1574 |
| Fill cell | 47900 | 323800 |
| Multi-Input combinational cell | 7024 | 109600 |
| Tap cell | 6425 | 8039 |
[power by group through the flow]
stage / logic, W / clock network, W / registers [W]
CTS: 0.000346 / 0.00302 / 0.00207
global route: 0.000380 / 0.00309 / 0.00206
finish: 0.000337 / 0.00295 / 0.00206
[per-stage QoR]
step	setup TNS, ns	hold slack [ns]
2_1_floorplan	0	0.3663
3_3_place_gp	-0.09145	0.3859
3_5_place_dp	-0.04358	0.3876
4_1_cts	0	0.3991
5_1_grt	0	0.4241
6_report	0	0.3987
[per-layer routing]
metal  track usage, %  routed length (microns)
met3            10.38                    52510
met4            2.584                     7812
met5          0.01961                       27
met1            23.44                   155300
met2            26.85                   177000
[sequential cells by signal, summed over array words and instances, names as in the netlist]
name and count:
y_out 32, y_out_t 16, x_buffer 624
[cell families (layout without fill, tap and decap cells)]
| kind of cell | Yosys count | after routing | share of synthesized area [%] |
|---|---|---|---|
| adders and majority gates | 6373 | 6373 | 72.45 |
| buffers and inverters | 4990 | 5324 | 12.94 |
| DFF | 672 | 672 | 11.63 |
| and+or+nand+nor | 245 | 245 | 0.8208 |
| xor gates and xnor gates | 202 | 202 | 1.218 |
| AOI/OAI and AO/OA | 174 | 174 | 0.7252 |
| muxes | 30 | 30 | 0.2119 |
| other | 0 | 2 | 0 |
[cell usage after synthesis (3+ instances only)]
cell type  count
or2_2         11
o21bai_1       4
fa_1        3399
nor2_1        54
inv_1       4961
o31ai_1        3
a31oi_1        4
clkbuf_1      10
a21o_1        14
o22ai_1        4
nor3_1        10
a22oi_1        3
nor2b_1       21
dfrtp_1      656
buf_4         16
and2_1        15
o21a_1         5
xnor2_1      161
ha_1        2974
nand3_1       12
a21oi_1       49
or3_1          6
nand2b_1      11
xor2_1        41
nand2_1       82
a211oi_1       5
o21ai_0       65
mux2i_1       24
and3_1         3
nand4_1        8
edfxtp_1      16
mux2_2         6
Power figures rest on the tool's default switching activity, not on a simulated workload.
