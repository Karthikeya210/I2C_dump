**flow/design.v**
```verilog
`timescale 10ns / 1ns
module i2c_controller(
	input wire clk,
	input wire rst,
	input wire [6:0] addr,
	input wire [7:0] data_in,
	input wire enable,
	input wire rw,
	output reg [7:0] data_out,
	output wire ready,
	inout i2c_sda,
	inout wire i2c_scl
	);
	localparam IDLE = 0;
	localparam START = 1;
	localparam ADDRESS = 2;
	localparam READ_ACK = 3;
	localparam WRITE_DATA = 4;
	localparam WRITE_ACK = 5;
	localparam READ_DATA = 6;
	localparam READ_ACK2 = 7;
	localparam STOP = 8;
	localparam DIVIDE_BY = 4;
	reg [7:0] state;
	reg [7:0] saved_addr;
	reg [7:0] saved_data;
	reg [7:0] counter;
	reg [7:0] counter2 = 0;
	reg write_enable;
	reg sda_out;
	reg i2c_scl_enable = 0;
	reg i2c_clk = 1;
	assign ready = ((rst == 0) && (state == IDLE)) ? 1 : 0;
	assign i2c_scl = (i2c_scl_enable == 0 ) ? 1 : i2c_clk;
	assign i2c_sda = (write_enable == 1) ? sda_out : 'bz;
	always @(posedge clk) begin
		if (counter2 == (DIVIDE_BY/2) - 1) begin
			i2c_clk <= ~i2c_clk;
			counter2 <= 0;
		end
		else counter2 <= counter2 + 1;
	end 
	always @(negedge i2c_clk, posedge rst) begin
		if(rst == 1) begin
			i2c_scl_enable <= 0;
		end else begin
			if ((state == IDLE) || (state == START) || (state == STOP)) begin
				i2c_scl_enable <= 0;
			end else begin
				i2c_scl_enable <= 1;
			end
		end
	end
	always @(posedge i2c_clk, posedge rst) begin
		if(rst == 1) begin
			state <= IDLE;
		end		
		else begin
			case(state)
				IDLE: begin
					if (enable) begin
						state <= START;
						saved_addr <= {addr, rw};
						saved_data <= data_in;
					end
					else state <= IDLE;
				end
				START: begin
					counter <= 7;
					state <= ADDRESS;
				end
				ADDRESS: begin
					if (counter == 0) begin 
						state <= READ_ACK;
					end else counter <= counter - 1;
				end
				READ_ACK: begin
					if (i2c_sda == 0) begin
						counter <= 7;
						if(saved_addr[0] == 0) state <= WRITE_DATA;
						else state <= READ_DATA;
					end else state <= STOP;
				end
				WRITE_DATA: begin
					if(counter == 0) begin
						state <= READ_ACK2;
					end else counter <= counter - 1;
				end
				READ_ACK2: begin
					if ((i2c_sda == 0) && (enable == 1)) state <= IDLE;
					else state <= STOP;
				end
				READ_DATA: begin
					data_out[counter] <= i2c_sda;
					if (counter == 0) state <= WRITE_ACK;
					else counter <= counter - 1;
				end
				WRITE_ACK: begin
					state <= STOP;
				end
				STOP: begin
					state <= IDLE;
				end
			endcase
		end
	end
	always @(negedge i2c_clk, posedge rst) begin
		if(rst == 1) begin
			write_enable <= 1;
			sda_out <= 1;
		end else begin
			case(state)
				START: begin
					write_enable <= 1;
					sda_out <= 0;
				end
				ADDRESS: begin
					sda_out <= saved_addr[counter];
				end
				READ_ACK: begin
					write_enable <= 0;
				end
				WRITE_DATA: begin 
					write_enable <= 1;
					sda_out <= saved_data[counter];
				end
				WRITE_ACK: begin
					write_enable <= 1;
					sda_out <= 0;
				end
				READ_DATA: begin
					write_enable <= 0;				
				end
				STOP: begin
					write_enable <= 1;
					sda_out <= 1;
				end
			endcase
		end
	end
endmodule
```
**flow/run.sh**
```bash
#!/bin/bash
# OpenROAD 26Q1-2900-gdf79404cd8, Yosys 0.63+post, stock flow scripts
make -C /OpenROAD-flow-scripts/flow DESIGN_CONFIG=/design/flow/config.mk WORK_HOME=/design/flow/orfs finish
```
**flow/config.mk**
```make
export PLATFORM = sky130hd
export DESIGN_NAME = i2c_controller
export DESIGN_NICKNAME = i2c_controller
export VERILOG_FILES = /design/flow/design.v
export SDC_FILE = /design/flow/constraint.sdc
export NUM_CORES = 4
export LEC_CHECK = 1
export CORE_UTILIZATION = 40
```
**flow/constraint.sdc**
```tcl
current_design i2c_controller

set clk_period 3.3
set clk_io_pct 0.2

create_clock -name clk0 -period $clk_period [get_ports {clk}]

set non_clock_inputs [all_inputs -no_clocks]
set_input_delay [expr $clk_period * $clk_io_pct] -clock clk0 $non_clock_inputs
set_output_delay [expr $clk_period * $clk_io_pct] -clock clk0 [all_outputs]
```
==> summary.txt <==
Implementation results. The area recorded from the Yosys report for this design is roughly 2400 sq um. Starting density of the core landed at a little over two fifths. Count of unclocked register or latch pins landed at between 40 and 50. The wire-length estimate of the detail-placed layout is between 2 and 3 mm. Placer congestion estimate landed at between 0.7 and 0.8.

Number of buffers on the longest clock path landed at 2. Total of flip-flops plus latches after synthesis landed at 52. In this run, placement finished with an instance count of around 290. The number of clock buffers added by TritonCTS is 3. Number of top-level design ports landed at 30. Number of buffers added on ports landed at 27. Per the post-synthesis report, the number of cells in the design is between 150 and 200. The synthesis report names the predominant flop master as sky130_fd_sc_hd__edfxtp_1. Yosys synthesis warning count landed at 2.

In this run the clock root is driven by a sky130_fd_sc_hd__clkbuf_8. In this run the number of H-tree levels came out at 1. The first error in the log reads "[error] [KeplerFormal.cpp:679] Workflow failed: Iso has multiple drivers: .i2c_sda0, i2c_sda$_DFFE_NP1P_.Q0".

The post-CTS hold buffer count recorded in the log is 0. Average footprint of a synthesized cell landed at ~12 sq um. After synthesis, the share of flip-flops with an asynchronous set or reset is a little over a fifth. Count of cell types in the netlist landed at 49. Number of setup buffers added after CTS landed at 0. The run stopped with a tool error. Sequential area share after synthesis landed at 59.6%. It got as far as 4_1_cts and failed there.

Summing every instance area after synthesis gives approximately 2400 sq um. Count of instantiated cells in the yosys netlist landed at roughly 190. Post-synth tally of flip-flops with integrated enable landed at 33.

Number of unconstrained endpoints landed at around 84. The number of gates resized after CTS was 0. Die extent in y landed at 79.4 microns. Horizontal extent of the die landed at roughly 79 microns.

The floorplan has 27 rows.
## per-stage QoR
| stage | cell area [sq um] | setup WS [ns] | utilization (%) | hold WS [ns] |
|---|---|---|---|---|
| after detailed placement | 2730 | 0.926 | 48.4 | 0.448 |
| after global placement | 2730 | 0.936 | 48.4 | 0.450 |
| after floorplan | 2400 | 1.46 | - | 0.426 |
## cells by family after synthesis
| group | share of synthesized area, % |
|---|---|
| and+or+nand+nor | 15.6 |
| DFF | 59.6 |
| AOI/OAI and AO/OA | 11.3 |
| buffers and inverters | 2.82 |
| xor gates and xnor gates | 4.02 |
| muxes | 4.60 |
| adders and majority gates | 2.09 |
## synthesized netlist by cell type (2+ instances only)
cell type | count | share of area, %
sky130_fd_sc_hd__mux2i_1 | 2 | 0.84
sky130_fd_sc_hd__and2_1 | 5 | 1.3
sky130_fd_sc_hd__a211oi_1 | 2 | 0.63
sky130_fd_sc_hd__nand2_1 | 11 | 1.7
sky130_fd_sc_hd__a21oi_1 | 9 | 1.9
sky130_fd_sc_hd__ha_1 | 4 | 2.1
sky130_fd_sc_hd__a21o_1 | 2 | 0.63
sky130_fd_sc_hd__edfxtp_1 | 33 | 41
sky130_fd_sc_hd__a32o_1 | 2 | 0.84
sky130_fd_sc_hd__mux4_2 | 3 | 2.8
sky130_fd_sc_hd__and3_1 | 3 | 0.78
sky130_fd_sc_hd__nor2_1 | 13 | 2.0
sky130_fd_sc_hd__dfstp_2 | 2 | 2.2
sky130_fd_sc_hd__dfxtp_1 | 8 | 6.7
sky130_fd_sc_hd__nand3_1 | 8 | 1.7
sky130_fd_sc_hd__inv_1 | 8 | 1.3
sky130_fd_sc_hd__o21ai_0 | 8 | 1.7
sky130_fd_sc_hd__o21bai_1 | 2 | 0.63
sky130_fd_sc_hd__xnor2_1 | 7 | 2.6
sky130_fd_sc_hd__or3_1 | 2 | 0.52
sky130_fd_sc_hd__dfrtp_1 | 8 | 8.4
sky130_fd_sc_hd__nor3_1 | 3 | 0.63
sky130_fd_sc_hd__nor2b_1 | 2 | 0.52
sky130_fd_sc_hd__xor2_1 | 4 | 1.5
sky130_fd_sc_hd__nand2b_1 | 3 | 0.78
sky130_fd_sc_hd__o31ai_1 | 9 | 2.8
sky130_fd_sc_hd__clkbuf_1 | 6 | 0.94
sky130_fd_sc_hd__nor4_1 | 4 | 1.0
